==> design/flow/design.v <==
module ALSU (A, B, cin, serial_in, red_op_A, red_op_B, opcode, bypass_A, bypass_B, clk, rst, direction, leds, out);
parameter INPUT_PRIORITY = "A";
parameter FULL_ADDER = "ON";
input clk, rst, cin, red_op_A, red_op_B, bypass_A, bypass_B, direction, serial_in;
input [2:0] opcode;
input signed [2:0] A, B;
output reg [15:0] leds;
output reg signed [5:0] out; 
reg red_op_A_reg, red_op_B_reg, bypass_A_reg, bypass_B_reg, direction_reg, serial_in_reg, cin_reg;
reg [2:0] opcode_reg; 
reg signed [2:0] A_reg, B_reg;
wire invalid_red_op, invalid_opcode, invalid;
assign invalid_red_op = (red_op_A_reg | red_op_B_reg) & (opcode_reg[1] | opcode_reg[2]); 
assign invalid_opcode = opcode_reg[2] & opcode_reg[1]; 
assign invalid = invalid_red_op | invalid_opcode;
always @(posedge clk or posedge rst) begin
  if(rst) begin
    leds <= 0;
    out <= 0;
    cin_reg <= 0;
    red_op_B_reg <= 0;
    red_op_A_reg <= 0;
    bypass_A_reg <= 0;
    bypass_B_reg <= 0;
    direction_reg <= 0;
    serial_in_reg <= 0;
    opcode_reg <= 0;
    A_reg <= 0;
    B_reg <= 0;
  end
  else begin
    cin_reg <= cin;
    red_op_B_reg <= red_op_B;
    red_op_A_reg <= red_op_A;
    bypass_B_reg <= bypass_B;
    bypass_A_reg <= bypass_A;
    direction_reg <= direction;
    serial_in_reg <= serial_in;
    opcode_reg <= opcode;
    A_reg <= A;
    B_reg <= B;
    if (invalid) begin leds <= ~leds; end
    else begin leds <= 0; end
    if (invalid) 
        out <= 0;
    else if (bypass_A_reg && bypass_B_reg)
      out <= (INPUT_PRIORITY == "A")? A_reg: B_reg;
    else if (bypass_A_reg)
      out <= A_reg;
    else if (bypass_B_reg)
      out <= B_reg;
    else begin
        case (opcode_reg) 
          3'h0: begin 
            if (red_op_A_reg && red_op_B_reg)
              out <= (INPUT_PRIORITY == "A")? |A_reg: |B_reg; 
            else if (red_op_A_reg) 
              out <= |A_reg;
            else if (red_op_B_reg)
              out <= |B_reg;
            else 
              out <= A_reg | B_reg;
          end
          3'h1: begin
            if (red_op_A_reg && red_op_B_reg)
              out <= (INPUT_PRIORITY == "A")? ^A_reg: ^B_reg;
            else if (red_op_A_reg) 
              out <= ^A_reg;
            else if (red_op_B_reg)
              out <= ^B_reg;
            else 
              out <= A_reg ^ B_reg;
          end
          3'h2: begin
            if (FULL_ADDER == "ON")
              out <= A_reg + B_reg + signed'({5'b0,cin_reg});
            else
              out <= A_reg + B_reg;
          end
          3'h3: out <= A_reg * B_reg;
          3'h4: begin
            if (direction_reg)
              out <= {out[4:0], serial_in_reg};
            else
              out <= {serial_in_reg, out[5:1]};
          end
          3'h5: begin
            if (direction_reg)
              out <= {out[4:0], out[5]};
            else
              out <= {out[0], out[5:1]};
          end
          default: out<=0;
        endcase
    end 
  end
end
endmodule
==> design/flow/run.sh <==
#!/bin/bash
# OpenROAD 26Q1-2900-gdf79404cd8, Yosys 0.63+post, stock flow scripts
make -C /OpenROAD-flow-scripts/flow DESIGN_CONFIG=/design/flow/config.mk WORK_HOME=/design/flow/orfs finish
==> design/flow/config.mk <==
export PLATFORM = sky130hd
export DESIGN_NAME = ALSU
export DESIGN_NICKNAME = ALSU
export VERILOG_FILES = /design/flow/design.v
export SDC_FILE = /design/flow/constraint.sdc
export NUM_CORES = 4
export LEC_CHECK = 1
export CORE_UTILIZATION = 30
==> design/flow/constraint.sdc <==
current_design ALSU

set clk_period 3.3
set clk_io_pct 0.2

create_clock -name clk0 -period $clk_period [get_ports {clk}]

set non_clock_inputs [all_inputs -no_clocks]
set_input_delay [expr $clk_period * $clk_io_pct] -clock clk0 $non_clock_inputs
set_output_delay [expr $clk_period * $clk_io_pct] -clock clk0 [all_outputs]
==> qor.txt <==
Dpl ws: 0.4737 ns
Comb pwr share: 0.196
Critical Path Start Type: register
First-pass GRT wire length: 6693 um
Int Power: 0.8025 mW
Final setup vio count: 0
Iter 0 DRT Violations: 81
WL per Instance: 13.43 um
Tot Pwr: 1.086 mW
Logic area: 952.2 sq um
Die X: 83.79 um
Clock Power Share: 0.306
# port buffers: 39
Total die area: 7021 sq um
Clk ins delay skew pair: 0.29 ns
Total CTS buffers: 5
CTS tree: done
Crit-path cells: nand2_1 -> fa_1 -> inv_1 -> ha_1 -> ha_1 -> fa_1 -> xnor3_1 -> xor2_1 -> nand2_1 -> a21oi_1
Die height: 83.79 um
Top flop regs: leds (16), out (6)
Post-Synthesis Cells: 180
Most frequent cells in the layout: 39 x clkdlybuf4s50_1, 38 x dfrtp_1, 24 x nor2_1, 20 x inv_1, 14 x ha_1
Yosys Instances: 180
# rows: 29
Start point of the critical path: A_reg[2]$_DFF_PP0_
Setup TNS: 0 ns
Floorplan core density: 0.3143
Worst path max stage delay: 0.56 ns
CP max FO: 10
Vias per cell: 4.691
Number of OpenROAD warnings: 31
Vias: 1398
Slowest cell on the critical path: fa_1
Antenna diode count: 0
Register area: 950.9 sq um
Post-CTS Hold Fix Bufs: 0
Final Hold Violation Tally: 0
Synth warn: 1
Ys flops: 38
WL final: 4002 um
1st-pass router iterations: 4
Vias in the first global route: 1351
Reg clk slew, reported paths: 0.08 ns
Fillers: 611
Sequential power share: 0.499
Clock skew: 0.01281 ns
Slew @ Worst Pin: 0.8488 ns
Synthesized cell area: 2007 sq um
Crit path DRT: 3.52 ns
Worst setup margin: 0.4841 ns
Final Cycle Share: 0.8533
Power Density: 423.2 nW/um^2
DRT antenna net count: 0
Final Wtd Congestion: 0.8870
WHS: 0.4252 ns
Max reg flops: 16
Post-CTS Setup Inserts: 0
Syn avg cell area: 11.15 sq um
Total of max-cap violations: 0
HPWL Detailed: 2994 um
Status: finished clean
DRC violations left: 0
H-tree depth: 2
Cts repair resizes: 0
Max-slew headroom: 0.4341
YS chip area: 2007 sq um
Top cells, area: dfrtp_1 47%, ha_1 8.7%, fa_1 8.0%
Hold Path Class: reg2reg
Synth Seq Share: 0.4738
Min cycle time layout: 2.816 ns
Grt ovf: 0
Core ar.: 6386 sq um
Most frequent logic cell in the layout: clkdlybuf4s50_1
Clock Path Buffers: 2
RSZ-0062 raised after global routing: false
Largest net degree at the start of global routing: 39
Fin area: 2567 sq um
Hold Startpoint: leds[5]$_DFF_PP0_
Initial antenna violation count: 0
Clock Sinks: 38
Layout cells sized above 1: 0.06787
Ports: 40
Final Max Slew Viols: 0
CP Capture Type: register
Peak Freq: 355.1 MHz
Yosys top cell area share: 0.4738
Total GRT Usage: 0.1241
Switching share of total power: 0.2613
Syn-to-layout area delta: 27.93%
Distinct lib cells: 42
Worst EP arrival: 3.04 ns
Leak: 1.161 nW
Net switching power: 0.2839 mW
Area leader, netlist: dfrtp_1
Clk root buf: clkbuf_8
Area of placed instances: 2472 sq um
WS Path Type: reg2reg
Reg with most FFs: leds
Worst vdd ir: 0.0002793 V
RR Startpoint: A_reg[2]$_DFF_PP0_
==> routing by layer <==
metal  vias up  GRT usage  wire length, um
met2        51     0.1774             1754
met3         2    0.02008              262
met4         0   0.009245               19
li1        686          -                -
met5         -          0                0
met1       659     0.2159             1964
==> through the flow <==
step / util / std cells
2_1_floorplan: - / 180
3_3_place_gp: 0.3871 / 290
3_5_place_dp: 0.3871 / 290
4_1_cts: 0.4020 / 298
5_1_grt: 0.4020 / 298
6_report: 0.4020 / 298
==> worst paths after layout <==
| path | end | slack, ns | depth (start not counted) |
|---|---|---|---|
| min in group asynchronous | out[3]$_DFF_PP0_ | 0.77 | 3 |
| max reg2reg | out[5]$_DFF_PP0_ | 0.48 | 10 |
| max in group asynchronous | A_reg[1]$_DFF_PP0_ | 2.20 | 3 |
| min reg2reg | leds[5]$_DFF_PP0_ | 0.43 | 1 |
| max | out[5]$_DFF_PP0_ | 0.48 | 10 |
| min | leds[5]$_DFF_PP0_ | 0.43 | 1 |
==> final cells by class <==
class	instances	area share
inverters	20	0.02924
flip-flops and latches	38	0.3704
clock buffers	6	0.03216
repair buffers	40	0.1550
multi-input cells	115	0.3709
clock inverters	2	0.004873
well taps	77	0.03752
==> power by group through the flow <==
stage	clock network [mW]	logic (mW)	registers [mW]
after CTS	0.348	0.217	0.543
after global routing	0.366	0.242	0.549
final	0.332	0.212	0.542
==> cells in the mapped netlist <==
master     number
nand2b_1        1
o2bb2ai_1       3
clkbuf_1        5
o32ai_1         1
or2b_2          1
inv_1          20
a21oi_1         4
or2b_1          1
nand2_1        11
o21ai_1         1
dfrtp_1        38
nor2b_1         4
maj3_1          1
xnor3_1         1
nor3_1          1
a21boi_0        1
mux2i_1         6
a311oi_1        1
a2111oi_0       2
o31ai_1         1
o311ai_4        1
a21boi_1        1
a221o_1         1
or4_4           1
nor2_1         24
o311ai_0        1
nor4_1          1
or4bb_1         1
a211oi_1        1
xor2_1          1
xnor2_1         2
a211o_1         1
nor3b_1         1
a221oi_1        3
ha_1           14
mux2_2          2
fa_1            8
o21ai_0         6
a31oi_1         2
o22ai_1         1
buf_2           2
and3b_2         1
==> worst max-delay path, delay by kind of cell (launching register included) <==
kind            cells  cell delay, ns
compound gates      1            0.12
flops               1            0.55
simple gates        2            0.27
fa+ha+maj           4            1.41
buf+inv             1            0.04
xor+xnor            2            0.36
==> logic make-up after synthesis <==
| logic type | Yosys count | share of synthesized area |
|---|---|---|
| and+or+nand+nor | 48 | 0.1147 |
| buffers and inverters | 27 | 0.05175 |
| DFF | 38 | 0.4738 |
| AOI/OAI and AO/OA | 32 | 0.1222 |
| adders and majority gates | 23 | 0.1721 |
| xor gates and xnor gates | 4 | 0.02432 |
| muxes | 8 | 0.04115 |
Power is estimated from default activity; no workload was simulated.
